===== flow/config.mk =====
export PLATFORM = sky130hd
export DESIGN_NAME = Rocket
export DESIGN_NICKNAME = Rocket
export VERILOG_FILES = /design/flow/design.v
export SDC_FILE = /design/flow/constraint.sdc
export NUM_CORES = 4
export LEC_CHECK = 1
export CORE_UTILIZATION = 50

===== flow/constraint.sdc =====
current_design Rocket

set clk_period 6.9
set clk_io_pct 0.2

create_clock -name clk0 -period $clk_period [get_ports {frame_clk}]

set non_clock_inputs [all_inputs -no_clocks]
set_input_delay [expr $clk_period * $clk_io_pct] -clock clk0 $non_clock_inputs
set_output_delay [expr $clk_period * $clk_io_pct] -clock clk0 [all_outputs]

===== flow/design.v =====
module  Rocket ( input         Reset, 
                             frame_clk,           
									  rocket1_disappear, rocket2_disappear, rocket3_disappear,
					input [7:0]   keycode,
					input [9:0]   BallX, BallY,
               output [9:0]  RocketX, RocketY, RocketX2, RocketY2, RocketX3, RocketY3  
              );
    logic [9:0] Rocket_X_Pos, Rocket_X_Motion, Rocket_Y_Pos, Rocket_Y_Motion;
    logic [9:0] Rocket_X_Pos_in, Rocket_X_Motion_in, Rocket_Y_Pos_in, Rocket_Y_Motion_in;
    logic [9:0] Rocket_X2_Pos, Rocket_X2_Motion, Rocket_Y2_Pos, Rocket_Y2_Motion;
    logic [9:0] Rocket_X2_Pos_in, Rocket_X2_Motion_in, Rocket_Y2_Pos_in, Rocket_Y2_Motion_in;
    logic [9:0] Rocket_X3_Pos, Rocket_X3_Motion, Rocket_Y3_Pos, Rocket_Y3_Motion;
    logic [9:0] Rocket_X3_Pos_in, Rocket_X3_Motion_in, Rocket_Y3_Pos_in, Rocket_Y3_Motion_in;
    parameter [9:0] Rocket_X_Center = 650;   
    parameter [9:0] Rocket_Y_Center = 490;   
    parameter [9:0] Rocket_X_Min=0;        
    parameter [9:0] Rocket_X_Max=639;      
    parameter [9:0] Rocket_Y_Min=0;        
    parameter [9:0] Rocket_Y_Max=479;      
    parameter [9:0] Rocket_X_Step=0;       
    parameter [9:0] Rocket_Y_Step=3;       
    parameter [9:0] Rocket_X2_Center = 650;   
    parameter [9:0] Rocket_Y2_Center = 490;   
    parameter [9:0] Rocket_X2_Min=0;        
    parameter [9:0] Rocket_X2_Max=639;      
    parameter [9:0] Rocket_Y2_Min=0;        
    parameter [9:0] Rocket_Y2_Max=479;      
    parameter [9:0] Rocket_X2_Step=0;       
    parameter [9:0] Rocket_Y2_Step=3;       
    parameter [9:0] Rocket_X3_Center = 650;   
    parameter [9:0] Rocket_Y3_Center = 490;   
    parameter [9:0] Rocket_X3_Min=0;        
    parameter [9:0] Rocket_X3_Max=639;      
    parameter [9:0] Rocket_Y3_Min=0;        
    parameter [9:0] Rocket_Y3_Max=479;      
    parameter [9:0] Rocket_X3_Step=0;       
    parameter [9:0] Rocket_Y3_Step=3;       
	 assign RocketX = Rocket_X_Pos;
    assign RocketY = Rocket_Y_Pos;
	 assign RocketX2 = Rocket_X2_Pos;
    assign RocketY2 = Rocket_Y2_Pos;
	 assign RocketX3 = Rocket_X3_Pos;
    assign RocketY3 = Rocket_Y3_Pos;
	 initial
	 begin
		Rocket_X_Pos = Rocket_X_Center;
		Rocket_Y_Pos = Rocket_Y_Center;
		Rocket_X2_Pos = Rocket_X2_Center;
		Rocket_Y2_Pos = Rocket_Y2_Center;
		Rocket_X3_Pos = Rocket_X3_Center;
		Rocket_Y3_Pos = Rocket_Y3_Center;
	end
    always_ff @ (posedge frame_clk)
    begin
        if (Reset)
        begin
            Rocket_X_Pos <= Rocket_X_Center;
            Rocket_Y_Pos <= Rocket_Y_Center;
            Rocket_X_Motion <= 10'd0;
            Rocket_Y_Motion <= 10'd0;
            Rocket_X2_Pos <= Rocket_X2_Center;
            Rocket_Y2_Pos <= Rocket_Y2_Center;
            Rocket_X2_Motion <= 10'd0;
            Rocket_Y2_Motion <= 10'd0;
				Rocket_X3_Pos <= Rocket_X3_Center;
            Rocket_Y3_Pos <= Rocket_Y3_Center;
            Rocket_X3_Motion <= 10'd0;
            Rocket_Y3_Motion <= 10'd0;
        end
        else 
        begin
            Rocket_X_Pos <= Rocket_X_Pos_in;				 
            Rocket_Y_Pos <= Rocket_Y_Pos_in;
            Rocket_X_Motion <= Rocket_X_Motion_in;
            Rocket_Y_Motion <= Rocket_Y_Motion_in;
            Rocket_X2_Pos <= Rocket_X2_Pos_in;				 
            Rocket_Y2_Pos <= Rocket_Y2_Pos_in;
            Rocket_X2_Motion <= Rocket_X2_Motion_in;
            Rocket_Y2_Motion <= Rocket_Y2_Motion_in;
            Rocket_X3_Pos <= Rocket_X3_Pos_in;				 
            Rocket_Y3_Pos <= Rocket_Y3_Pos_in;
            Rocket_X3_Motion <= Rocket_X3_Motion_in;
            Rocket_Y3_Motion <= Rocket_Y3_Motion_in;
		  end
    end
    always_comb
    begin
        Rocket_X_Pos_in = Rocket_X_Pos + Rocket_X_Motion;
        Rocket_Y_Pos_in = Rocket_Y_Pos + Rocket_Y_Motion;
		  Rocket_X_Motion_in = 10'b0;	 
		  Rocket_Y_Motion_in = Rocket_Y_Motion;
		  if(rocket1_disappear == 1'b1)
		  begin
				Rocket_X_Pos_in = Rocket_X_Center;
				Rocket_Y_Pos_in = Rocket_Y_Center;
				Rocket_X_Motion_in = 10'b0;
				Rocket_Y_Motion_in = 10'b0;
		  end
			else if(keycode == 8'h2c) begin  
				Rocket_X_Pos_in = BallX;
				Rocket_Y_Pos_in = BallY;
				Rocket_X_Motion_in = 10'b0;		 
				Rocket_Y_Motion_in = (~(Rocket_Y_Step) + 1'b1);  
			end
			else if ( Rocket_Y_Pos >= Rocket_Y_Max )   
			begin
				Rocket_Y_Motion_in = 10'b0;
			end
		end
	always_comb
	begin
        Rocket_X2_Pos_in = Rocket_X2_Pos + Rocket_X2_Motion;
        Rocket_Y2_Pos_in = Rocket_Y2_Pos + Rocket_Y2_Motion;
		  Rocket_X2_Motion_in = 10'b0;	 
		  Rocket_Y2_Motion_in = Rocket_Y2_Motion;
		  if(rocket2_disappear == 1'b1)
		  begin
				Rocket_X2_Pos_in = Rocket_X_Center;
				Rocket_Y2_Pos_in = Rocket_Y_Center;
				Rocket_X2_Motion_in = 10'b0;
				Rocket_Y2_Motion_in = 10'b0;
		  end
			else if(keycode == 8'h05) begin  
				Rocket_X2_Pos_in = BallX;
				Rocket_Y2_Pos_in = BallY;
				Rocket_X2_Motion_in = 10'b0;		 
				Rocket_Y2_Motion_in = (~(Rocket_Y2_Step) + 1'b1);  
			end
			else if ( Rocket_Y2_Pos >= Rocket_Y2_Max )   
			begin
				Rocket_Y2_Motion_in = 10'b0;
			end
		end
	always_comb
	begin
      Rocket_X3_Pos_in = Rocket_X3_Pos + Rocket_X3_Motion;
      Rocket_Y3_Pos_in = Rocket_Y3_Pos + Rocket_Y3_Motion;
		Rocket_X3_Motion_in = 10'b0;	 
		Rocket_Y3_Motion_in = Rocket_Y3_Motion;
		  if(rocket3_disappear == 1'b1)
		  begin
				Rocket_X3_Pos_in = Rocket_X_Center;
				Rocket_Y3_Pos_in = Rocket_Y_Center;
				Rocket_X3_Motion_in = 10'b0;
				Rocket_Y3_Motion_in = 10'b0;
		  end				
		else if(keycode == 8'h19) begin  
				Rocket_X3_Pos_in = BallX;
				Rocket_Y3_Pos_in = BallY;
				Rocket_X3_Motion_in = 10'b0;		 
				Rocket_Y3_Motion_in = (~(Rocket_Y3_Step) + 1'b1);  
			end
		else if ( Rocket_Y3_Pos >= Rocket_Y3_Max )   
			begin
				Rocket_Y3_Motion_in = 10'b0;
			end
    end
endmodule

===== flow/run.sh =====
#!/bin/bash
# OpenROAD 26Q1-2900-gdf79404cd8, Yosys 0.63+post, stock flow scripts
make -C /OpenROAD-flow-scripts/flow DESIGN_CONFIG=/design/flow/config.mk WORK_HOME=/design/flow/orfs finish

==> notes.md <==
- finished, final reports clean — outcome
- 422 — Post-Syn Instances
- 48 — tally of unique sky130hd cells used after synthesis
- 2 — hold depth
- 0.491 — part of the cycle the worst path needs
- 422 — Yosys Instances
- 15.2 mm — wire length of the first global-routing pass
- 160 nW/um2 — areal power density over the cells
- 0.0620 — share of layout cells above drive strength 1
- 3,430 — vias post-DR
- clkdlybuf4s50_1 (92), nand2_1 (87), dfxtp_1 (63) — Top cells excl fill/tap
- clkdlybuf4s50_1 — Top cell excl fill/tap
- clkbuf_8 — clock root buffer master
- 15.5 um — average wire length per cell after detail routing
- 9.17 mm — routed wire length
- 0 — max cap viols
- 5 — reg2reg path depth
- 0 ns — setup tns final
- 8.19 um2 — Syn Area/Cell
- primary input — Setup crit start kind
- 92 — count of input and output buffers
- 3 — H-tree levels
- 504 — Fill cells
- 131 — DRC violation total after the first TritonRoute iteration
- primary input to flop — type of the worst setup path
- 0.906 ns — Worst Max-Slew Pin Slew
- Rocket_Y_Pos[9] — Crit Reg-Reg Endpoint
- 0.532 — core utilization at floorplan
- 0 — post-synth tally of flip-flops with integrated enable
- 4 — Detailed Routing Iterations Pass 1
- 1 — Yosys warning count
- 85.1 um — height of the chip
- 4610 um2 — final non-filler cell area
- 2100 um2 — area of the multi-input gates
- 4.68 ns — slack of the worst reg-to-reg path
- 85.1 um — width of the die
- 29 — number of cell rows
- 0.34 ns — Worst-Skew Late Latency
- 0 — async set or reset register ratio after synthesis
- 0.454 ns — Worst Hold Margin
- 0.138 mV — IR Drop Worst-Case VDD
- 3.51 ns — crit path setup slack, layout
- 9 — cts bufs inserted
- no — setup repair after global routing missed its margin
- 0.0112 ns — worst clock skew
- 0.903 — final weighted congestion in routability-driven placement
- 0 — Post-route DRC
- 0.00185 uW — leakage component of the power
- 2 — Max clock buf depth
- 0 — number of endpoints with negative hold slack in the final report
- dfxtp_1 — most instantiated flip-flop cell in the synthesis netlist
- 7.14 ns — Crit path required time
- 93 — total I/O pin count
- flop to flop — Hold Path Class
- 0.395 — tightest slew margin relative to the limit
- 0 — antenna cell count
- flop — critical path capture point type
- 3.16 ns — minimum setup slack after placement
- 0 — GRT overflow
- 23 — critical path peak fanout
- 3.62 ns — CP Data Arrival Time
- 0 — number of setup violations in the final report
- 0 — remaining antenna violation count
- 0 — post-CTS resize count
- 33.5% — area grow syn2layout
- 0.365 — Seq/Total Area, Yosys
- 63 — count of state elements after synthesis
- 3,067 — number of global-route vias before repair
- 3460 um2 — Netlist Area Pre-Place
- Rocket_X2_Pos[6] — end point of the most critical hold path
- 6490 um2 — area of the placeable core
- 3460 um2 — yosys stat area
- 5.78 — vias per cell
- 295 MHz — max frequency
- 6.78 mm — final HPWL from detailed placement
- 0 — number of post-CTS setup repair buffers
- 0 — Max Slew Vio Count
- 27 — number of warnings in the stage logs
- 4410 um2 — cell area after placement
- 7250 um2 — die area
- 0.271 — GR Util All Layers
- 63 — CTS sink cnt
- 0.08 ns — CTS clock-pin slew for the worst setup and hold paths
- 3.39 ns — final period demand of the worst path
- 25 — pin count of the biggest net entering global routing
- Rocket_Y_Motion[8] — startpoint of the most critical register-to-register path
- built — TritonCTS clock tree
- 0 — number of antenna violations at the first check in global routing
- 1260 um2 — combined flip-flop and latch cell area
- 0 — quantity of hold-fixing buffers added after cts
- Rocket_X2_Pos[6] — launch point of the worst hold path
## cell families after synthesis
group                      after synthesis  synth area share
AOI/OAI and AO/OA                      121             0.231
xor gates and xnor gates                13            0.0329
and+or+nand+nor                        178             0.247
DFF                                     63             0.365
buffers and inverters                   20            0.0268
adders and majority gates               27            0.0978
## area by class of cell
class | count | area share
clock buffers | 9 | 0.0268
clock inverters | 7 | 0.0174
inverters | 4 | 0.00325
multi-input cells | 339 | 0.456
flip-flops and latches | 63 | 0.273
well taps | 77 | 0.0209
repair buffers | 94 | 0.203
## worst max-delay path, stage by stage
cell and delay [ns]:
clkdlybuf4s50_1 0.50, or4b_4 0.52, nor2_2 0.73, nor2_1 0.09, a2111oi_1 0.39
## per-layer routing
metal	global-route usage	wire, um	vias to the layer above
met5	0	0	-
met4	0.0478	206	0
met3	0.0533	745	17
met2	0.403	3960	140
met1	0.429	4260	1536
li1	-	-	1737
## how the worst max path moves through the flow
stage          start                to  slack, ns  depth (start not counted)
5_1_grt   keycode[3]  Rocket_Y3_Pos[4]       3.41                          5
6_report  keycode[3]  Rocket_Y3_Pos[4]       3.51                          5
4_1_cts   keycode[3]  Rocket_Y3_Pos[4]       3.55                          5
## flip-flops by register name (all words and copies together), names as in the netlist
register,flops
Rocket_Y3_Pos,10
Rocket_Y_Pos,10
Rocket_Y2_Pos,10
Rocket_Y2_Motion,1
Rocket_Y_Motion,1
Rocket_X_Pos,10
Rocket_Y3_Motion,1
Rocket_X2_Pos,10
Rocket_X3_Pos,10
## cells in the mapped netlist (all sizes together) (8+ instances only)
| cell | number | area [um2] |
|---|---|---|
| nand2 | 87 | 327 |
| dfxtp | 63 | 1260 |
| a21oi | 46 | 230 |
| ha | 27 | 338 |
| nor2 | 22 | 85.1 |
| nand3 | 21 | 105 |
| o211ai | 16 | 120 |
| o21ai | 10 | 50.1 |
| buf | 9 | 51.3 |
| a211oi | 8 | 65.1 |
| a21o | 8 | 60.1 |
| a31oi | 8 | 50.1 |
| or2 | 8 | 50.1 |
| or3 | 8 | 51.3 |
## power breakdown
group / total (uW) / switching, uW / internal, uW / leakage, uW
Sequential: 364 / 0.525 / 364 / 0.000509
Combinational: 42.8 / 20.8 / 22.0 / 0.00124
Clock: 330 / 159 / 170 / 0.0000964
Total: 737 / 181 / 556 / 0.00185
## stage by stage
step | cells | util | power [uW]
after global routing | 593 | 0.710 | 764
after floorplan | 422 | - | 385
after CTS | 593 | 0.710 | 744
final | 593 | 0.710 | 737
after global placement | 577 | 0.679 | 416
after detailed placement | 577 | 0.679 | 415
No activity file was given, so power comes from the tool's default toggle rates.
